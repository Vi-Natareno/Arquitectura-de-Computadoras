### flow/run.sh
#!/bin/bash
# OpenROAD 26Q1-2900-gdf79404cd8, Yosys 0.63+post, stock flow scripts
make -C /OpenROAD-flow-scripts/flow DESIGN_CONFIG=/design/flow/config.mk WORK_HOME=/design/flow/orfs finish
### flow/config.mk
export PLATFORM = sky130hd
export DESIGN_NAME = pre_ALU
export DESIGN_NICKNAME = pre_ALU
export VERILOG_FILES = /design/flow/design.v
export SDC_FILE = /design/flow/constraint.sdc
export NUM_CORES = 4
export LEC_CHECK = 1
export CORE_AREA = 10 10 70 70
export DIE_AREA = 0 0 80 80
### flow/design.v
`timescale 1ns/1ns
module pre_ALU(input [3:0]A, input [3:0]B, input sel, output reg[3:0]C);
always@(*)
begin
    case (sel)
        1'b0: C = A + B;
        1'b1: C = A & B;
    endcase
end
endmodule
### flow/constraint.sdc
current_design pre_ALU

set clk_period 1.8
set clk_io_pct 0.2

create_clock -name clk0 -period $clk_period

set non_clock_inputs [all_inputs -no_clocks]
set_input_delay [expr $clk_period * $clk_io_pct] -clock clk0 $non_clock_inputs
set_output_delay [expr $clk_period * $clk_io_pct] -clock clk0 [all_outputs]
==> run_results.csv <==
group,metric,value,unit
route,drc,0,
route,antenna_left,0,
place,placed_area,389,um^2
finish,seq_cells,0,
worst_setup_path,cp-start-kind,"input port",
timing,setup_viol,0,
route,diodes,0,
power,p_sw,0.0427,mW
finish,syn_to_final_growth,151,%
worst_setup_path,slowest_stage,"clkdlybuf4s50_1",
floorplan,die_x,80,um
finish,final_cell_area,477,um^2
floorplan,die_area,6400,um^2
timing,worst-slew-pin-transition,249,ps
global_routing,grt_max_degree,7,
yosys,synthCells,23,
finish,n_fill_cell,392,
worst_setup_path,worstPathCellList,"clkdlybuf4s15_2, buf_6, mux2_2, clkdlybuf4s50_1",
floorplan,die_h,80,um
yosys,synth_area,190,um^2
power,p_comb_frac,1.000,
finish,post-route-util,0.140,
worst_setup_path,slowest_delay,400,ps
power,cellPowerDensity,236,nW/um^2
floorplan,fp_util,0.0557,
global_routing,grt_pass1_vias,255,
yosys,synth_cell_types,15,
place,port_buffers,13,
yosys,yosys-top-cells-area,"ha_1 26%, fa_1 11%, inv_1 7.9%, nor3b_1 7.9%, buf_6 5.9%",
route,drt_iter0_markers,1,
min_path,holdCritPathClass,"input port to output pin",
timing,fmax,563,MHz
power,p_seq_frac,0,
yosys,ys_warn_count,1,
yosys,yosys_cells,23,
worst_setup_path,worstSetupEndpointType,"output pin",
route,vias,250,
finish,regArea,0,um^2
timing,fin_crit,1780,ps
global_routing,antenna_found_initial,0,
yosys,syn_avg_cell_area,8.27,um^2
floorplan,io_pins,13,
worst_setup_path,crit_path_max_fanout,5,
worst_setup_path,path_class,"input port to output pin",
route,wl,808,um
timing,setup_tns,0,ps
yosys,yosysTopAreaCell,"ha_1",
timing,fin_crit_sh,0.987,
global_routing,grtUsageTotal,0.0236,
worst_setup_path,cp.required,1440,ps
global_routing,grt_pass1_wl,1.24,mm
timing,slew_violations,0,
power,p_leak,0.191,nW
power,ir_worst_vdd,0.0404,mV
power,p_total,0.113,mW
run_status,status,"completed",
power,switching_share,0.379,
place,dp_hpwl,599,um
floorplan,coreArea,3420,um^2
yosys,seq_area_frac_synth,0,
timing,rsz0062_at_grt,"yes",
yosys,top_cell_area_share,0.263,
finish,num-clock-buffers,0,
finish,drive_above_1_share,0.721,
run,warnings,34,
timing,maxSlewHeadroom,0.833,
timing,hold_viol,0,
floorplan,fp-row-count,21,
route,wl_per_cell,9.08,um
route,vias_per_cell,2.81,
power,p_int,0.0699,mW
place,gp_congestion,0.781,
worst_setup_path,cp.arrival,1420,ps
run,cap_violations,0,
route,drt_first_pass_iters,2,
power,power.share.clock,0,
yosys,yosys-stat-area,190,um^2
global_routing,grt.overflow.total,0,
timing,hold-worst-slack,1180,ps
[layout make-up]
type,instances,area [um^2],share of cell area
inverter,4,15.0,0.0315
multi-input combinational,18,244,0.512
tap,46,57.6,0.121
timing repair buffer,21,160,0.336
[stage by stage]
step,setup slack (ps),std cells
4_1_cts,-48.8,87
3_3_place_gp,-754,84
5_1_grt,-21.6,89
2_1_floorplan,224,23
3_5_place_dp,-774,84
6_report,23.4,89
[synth_stat cells]
library cell  instances
nand2_1               2
nand3_1               1
mux2i_1               1
or4b_1                1
a21oi_1               1
inv_1                 4
o21ai_0               1
ha_1                  4
fa_1                  1
nor3b_1               2
xor2_1                1
buf_6                 1
a211oi_1              1
nor4b_1               1
mux2_2                1
[power groups by stage]
stage | Combinational, mW | Sequential, mW | Clock (mW)
after CTS | 0.102 | 0 | 0
after global routing | 0.126 | 0 | 0
final | 0.113 | 0 | 0
[per-layer routing]
metal	part of all wire	GRT usage	vias up
met3	0.16	0.0159	0
met1	0.50	0.0318	117
met2	0.34	0.0321	11
li1	-	-	122
met5	0	0	-
met4	0	0	0
[worst paths after layout]
path | startpoint | to | slack, ps | cells past startpoint
min | B[2] | C[2] | 1180 | 5
max | sel | C[0] | 20 | 4
[cells in the final DEF, fill, tap and decap left out, types with 2 or more instances in the layout]
cell type and instances:
inv_1 3, buf_2 5, clkbuf_2 4, ha_4 4, buf_6 3, nand2_1 2, buf_4 6
[critical path, delay by kind of cell]
family,cells,cell delay [ps]
mux,1,320
buf+inv,3,730
[timing repair]
| item | 4_1_cts | 5_1_grt |
|---|---|---|
| setup endpoints to repair | 4 | 4 |
| resized | 45 | 13 |
| hold buffers | 0 | 0 |
| setup buffers | 3 | 2 |
| pin swaps | 7 | 6 |
[cells by family (layout without fill, tap and decap cells)]
kind of cell / count (synthesis) / after routing / synth area share
compound gates: 3 / 3 / 0.0921
xor+xnor: 1 / 1 / 0.0461
fa+ha+maj: 5 / 5 / 0.368
buf+inv: 5 / 25 / 0.138
mux: 2 / 2 / 0.112
simple gates: 7 / 7 / 0.243
No activity file was given, so power comes from the tool's default toggle rates.
