==> flow/design.v <==
module rom (direccion, dato_s);
	input [7:0] direccion;
	output reg [7:0] dato_s;
reg [7:0] ROM [0:10]; 
initial
	begin
		ROM [0] =8'd90;
		ROM [1] =8'd80;
		ROM [2] =8'd70;
		ROM [3] =8'd60;
		ROM [4] =8'd50;
		ROM [5] =8'd40;
		ROM [6] =8'd30;
		ROM [7] =8'd20;
		ROM [8] =8'd10;
		ROM [9] =8'd100;
		ROM [10] =8'd101;
	end 
always @*
begin
	dato_s = ROM[direccion];
end
endmodule
==> flow/run.sh <==
#!/bin/bash
# OpenROAD 26Q1-2900-gdf79404cd8, Yosys 0.63+post, stock flow scripts
make -C /OpenROAD-flow-scripts/flow DESIGN_CONFIG=/design/flow/config.mk WORK_HOME=/design/flow/orfs finish
==> flow/config.mk <==
export PLATFORM = sky130hd
export DESIGN_NAME = rom
export DESIGN_NICKNAME = rom
export VERILOG_FILES = /design/flow/design.v
export SDC_FILE = /design/flow/constraint.sdc
export NUM_CORES = 4
export LEC_CHECK = 1
export CORE_AREA = 10 10 70 70
export DIE_AREA = 0 0 80 80
==> flow/constraint.sdc <==
current_design rom

set clk_period 1.0
set clk_io_pct 0.2

create_clock -name clk0 -period $clk_period

set non_clock_inputs [all_inputs -no_clocks]
set_input_delay [expr $clk_period * $clk_io_pct] -clock clk0 $non_clock_inputs
set_output_delay [expr $clk_period * $clk_io_pct] -clock clk0 [all_outputs]
==> qor.csv <==
metric,value,unit
status,"finished, violations left",
failing checks,setup timing,
synthesized area,189,µm²
pre-CTS WS,-1.01,ns
Iteration-0 DRC Markers,0,
core area,3420,µm²
"Critical Path, Cell by Cell",buf_8 > buf_6 > ha_2 > nor2b_1 > a211oi_1 > buf_2,
P_leak,0.194,nW
Max Slew Vio Count,0,
"Min Clock Period, post-route",1.23,ns
period utilisation layout,123,%
MI comb area,236,µm²
post-synthesis cell type count,16,
Final Util,13.4,%
setup violators final,6,
Hold Fails Final Rpt,0,
Top cell area share,39.7,%
worst hold path stage count,3,
f_max,814,MHz
synth cell count leaders,"6 x ha_1, 3 x inv_1, 3 x nor2b_1",
min-delay worst type,in -> out,
Synth Area per Inst,7.27,µm²
first-pass GRT wire length,828,µm
# IOs,16,
largest net degree at the start of global routing,10,
vias per cell,2.59,
largest area contributor in the netlist,ha_1,
"count leader, synth",ha_1,
Tot Pwr,148,µW
Synth Instances,26,
critical path endpoint category,primary output,
RSZ-0062 raised after global routing,yes,
yosys warning tally,1,
PortBufs,11,
DP Area,374,µm²
flip-flops,0,
register area share after synthesis,0,%
min-delay src,direccion[3],
GRT Overall Usage,1.48,%
max-cap viol count,0,
PwrDens,323,nW/µm²
path type of the worst setup path,in -> out,
fill cell count,381,
# Cells Yosys,26,
Hold Slack,0.725,ns
non-filler instance count after layout,87,
Reg area,0,µm²
Worst Hold Path EP,dato_s[6],
drt wl/cell,6.54,µm
CP Data Arrival Time,1.03,ns
setup tns final,-1.00,ns
Die X,80,µm
Finished Cell Area,459,µm²
Post-route DRC,0,
Peak supply drop,0.0450,mV
floorplan row count,21,
area delta synth->final,143,%
GRT overflow,0,
CP Launch Type,primary input,
die area,6400,µm²
crit path max fanout,4,
DRT Pass-1 Iters,1,
routability cong.,0.669,
post-detailed-route count of antenna-violating nets,0,
final antenna diode count,0,
final WL,569,µm
via count,225,
Slowest cell on crit path,a211oi_1,
CP peak stage delay,0.20,ns
Placed Instances,85,
placed wire-length estimate,466,µm
tool warnings,43,
YS chip area,189,µm²
die span in y,80,µm
Worst Path Required,0.80,ns
biggest area cells,"ha_1 40%, nor2b_1 9.9%, inv_1 6.0%, o31a_1 4.6%, xor2_1 4.6%",
initial antenna violation count,0,
setup ws final,-0.229,ns
fp util,5.53,%
vias in the first global route,208,
Layout clock buffers,0,
share of layout cells above drive strength 1,58.5,%
[worst max-delay path by stage]
stage	start	to	slack [ns]	cells after the start
4_1_cts	direccion[0]	dato_s[3]	-0.26	6
6_report	direccion[1]	dato_s[4]	-0.23	6
5_1_grt	direccion[1]	dato_s[4]	-0.30	6
[kinds of logic (layout without fill, tap and decap cells)]
| kind of cell | count (synthesis) | in the layout | synth area share (%) |
|---|---|---|---|
| fa+ha+maj | 6 | 6 | 39.7 |
| other cells | 1 | 1 | 1.98 |
| xor+xnor | 1 | 1 | 4.64 |
| simple gates | 7 | 7 | 19.2 |
| compound gates | 6 | 6 | 21.9 |
| buf+inv | 5 | 20 | 12.6 |
[placed cells by master, fill, tap and decap left out, drive strengths merged]
cell type      instances
nor2b                  3
nand2                  2
buf                   13
inv                    3
a211oi                 1
o31a                   1
clkbuf                 1
a21o                   1
ha                     6
o31ai                  1
clkdlybuf4s15          1
o21ai                  2
xor2                   1
nand2b                 1
dlygate4sd2            2
conb                   1
nor2                   1
[area by class of cell]
| type | count | area share [%] |
|---|---|---|
| timing repair buffer | 17 | 31.9 |
| inverter | 3 | 4.09 |
| multi-input combinational | 21 | 51.5 |
| tap | 46 | 12.5 |
[metal layers]
| metal | wire, µm | track usage [%] | share of wire (%) | vias up |
|---|---|---|---|---|
| met5 | 0 | 0 | 0 | - |
| met4 | 0 | 0 | 0 | 0 |
| met3 | 82 | 0.568 | 14 | 0 |
| met2 | 298 | 3.05 | 52 | 8 |
| met1 | 188 | 1.38 | 33 | 104 |
| li1 | - | - | - | 113 |
[worst max-delay path: cells and delay by family]
kind / cells / cell delay, ns
buffers and inverters: 3 / 0.36
AOI/OAI and AO/OA: 1 / 0.20
and+or+nand+nor: 1 / 0.12
adders and majority gates: 1 / 0.15
[power by group]
group,internal (mW),switching (mW)
logic,0.0889,0.0593
registers,0,0
clock network,0,0
total,0.0889,0.0593
[timing repair]
action                     in CTS  in global routing
gates resized                  38                 21
hold buffers                    0                  0
setup endpoints to repair       7                  7
pin swaps                       3                  6
setup buffers                   1                  1
Power figures rest on the tool's default switching activity, not on a simulated workload.
