==> design/flow/design.v <==
module ram_sincrona (direccion, dato_s, dato_e, EN, clk);
	input [7:0] direccion;
	output reg [7:0] dato_s;
	input [7:0] dato_e;
	input EN;
	input clk;
reg [7:0] RAM_S [0:10]; 
initial
	begin
		RAM_S [0] =8'd90;
		RAM_S [1] =8'd80;
		RAM_S [2] =8'd70;
		RAM_S [3] =8'd60;
		RAM_S [4] =8'd50;
		RAM_S [5] =8'd40;
		RAM_S [6] =8'd30;
		RAM_S [7] =8'd20;
		RAM_S [8] =8'd10;
		RAM_S [9] =8'd100;
		RAM_S [10] =8'd101;
	end 
always @(posedge clk)
begin
	if (EN) 
		begin
			RAM_S[direccion] = dato_e;
		end
	else
		begin
			dato_s = RAM_S[direccion];  
		end
end
endmodule
==> design/flow/run.sh <==
#!/bin/bash
# OpenROAD 26Q1-2900-gdf79404cd8, Yosys 0.63+post, stock flow scripts
make -C /OpenROAD-flow-scripts/flow DESIGN_CONFIG=/design/flow/config.mk WORK_HOME=/design/flow/orfs finish
==> design/flow/config.mk <==
export PLATFORM = sky130hd
export DESIGN_NAME = ram_sincrona
export DESIGN_NICKNAME = ram_sincrona
export VERILOG_FILES = /design/flow/design.v
export SDC_FILE = /design/flow/constraint.sdc
export NUM_CORES = 4
export LEC_CHECK = 1
export CORE_UTILIZATION = 40
==> design/flow/constraint.sdc <==
current_design ram_sincrona

set clk_period 2.5
set clk_io_pct 0.2

create_clock -name clk0 -period $clk_period [get_ports {clk}]

set non_clock_inputs [all_inputs -no_clocks]
set_input_delay [expr $clk_period * $clk_io_pct] -clock clk0 $non_clock_inputs
set_output_delay [expr $clk_period * $clk_io_pct] -clock clk0 [all_outputs]
==> out/metrics.cfg <==
[routing]
dr.pass1.iters = 4
n_antenna_cell = 0
detail-route-antenna-nets = 0
wire_per_inst_um = 20.3
vias = 2334
drt-total-wl_um = 8770
wl_met1_um = 3330
met2_length_um = 4110
drt_iter0_drc = 212
wl_met3_um = 1090
vias_per_cell = 5.39
top_layer = met4
drc_errors = 0

[setup_path]
critPathKind = in2reg
cp-startpoint = direccion[3]
worstSetupStartpointType = primary input
worstPathRequired_ps = 2570
worstPathArrival_ps = 2150
crit_fanout = 25
reg2reg_from = RAM_S[7][7]$_DFFE_PP_
rr_worst_depth = 3
end_kind = flop

[cts]
postCtsSetupBuffers = 0
cts_tree = yes
htree_levels = 3
cts.clk_slew.worst_paths_ps = 90
cts_resized = 0
clock_latency_ps = 350
cts_sinks = 96
numCtsBuffers = 9
cts_hold_buffers = 0
cts_root_buf = clkbuf_8
cts_max_path_buffers = 2

[global_route]
grt_use_total_pct = 20.4
grt_max_degree = 30
antenna_found_initial = 0
grt_pass1_wl_um = 13700
grt_pass1_vias = 2420
grt_remaining_overflow = 0

[flow_run]
warnings = 29
max_cap_violations = 0

[final_timing]
finalSetupViolCount = 0
tightest_slew_ps = 453
fmax_ghz = 0.480
fin_crit_sh_pct = 83.4
setup_tns_ps = 0
period_needed_ps = 2090
fin_skew_ps = 7.08
maxSlewViolCount = 0
rsz0062_at_grt = no
hold_slack_ps = 559
finalHoldViolations = 0
slew_headroom_pct = 69.7

[logic_synthesis]
synth_area_mm2 = 0.00390
syn_inst = 240
async_flop_share_pct = 0
synth-edff-count = 96
ys_warn_count = 2
synth_seq_share_pct = 73.9
avgSynthCellArea_um2 = 16.3
ys_cells = 240
synth-main-ff-cell = edfxtp_1
ys_area_mm2 = 0.00390
yosysUniqueCellTypes = 45
ys_ff = 96

[placement]
place.gp.congestion = 0.860
dp_cells = 417
portBuffers = 21
dp_hpwl_um = 5710

[floorplan]
rows = 35
die_x_um = 101
floorplan.core_util_pct = 41.8
io-pin-count = 26
die.size.y_um = 101
die-area_mm2 = 0.0102
core-area_mm2 = 0.00933

[pwr]
leakage_uw = 0.00157
powerDensity_mw_per_mm2 = 648
ir_drop_v = 0.000401

[min_path]
whs_path_depth = 1
hold_class = reg2reg
hp-start = RAM_S[0][4]$_DFFE_PP_

[cells_and_area]
finish.utilization_pct = 50.5
drive_gt1_share_pct = 20.7
final_cells = 433
final.fill_count = 765
areaGrowthSynthToFinish_pct = 20.8

[status]
status = complete, no violations

-- per-layer routing --
metal  GRT usage, %  up-vias
met1           28.9     1117
met4           3.90        0
met3           11.4       18
met5              0        -
met2           30.2      117
li1               -     1082
-- state kept, by name (all words and copies together) (netlist names) --
| signal | flops |
|---|---|
| RAM_S | 88 |
| dato_s | 8 |
-- metrics by stage --
step	setup slack, ps	cell area [um^2]	power, uW
floorplan	488	3900	1990
global placement	90.2	4530	2130
detailed placement	79.3	4530	2130
CTS	461	4710	3080
global route	360	4710	3180
finish	415	4710	3050
-- path summary, 6_finish.rpt --
check	end	slack, ps
max reg2reg	dato_s[7]$_DFFE_PN_	940
max	RAM_S[0][1]$_DFFE_PP_	410
min reg2reg	dato_s[4]$_DFFE_PN_	560
min	dato_s[4]$_DFFE_PN_	560
-- power breakdown --
group	total, uW	switching [uW]	internal (uW)
combinational	275	146	129
clock	957	506	452
sequential	1820	8.58	1810
-- Yosys cell counts (3+ instances only) --
cell	count	area [um^2]
edfxtp_1	96	2880
nor2_1	12	45.0
a21oi_1	10	50.1
nand2_1	10	37.5
a31oi_1	7	43.8
buf_4	7	52.6
nor2b_1	6	37.5
o221ai_1	6	52.6
mux2i_1	5	50.1
nand2b_1	5	31.3
o211ai_1	5	37.5
o21ai_0	5	25.0
inv_1	4	15.0
nand3_1	4	20.0
nor3_1	4	20.0
o32a_1	4	40.0
a221oi_1	3	26.3
a22oi_1	3	22.5
a32oi_1	3	26.3
inv_2	3	11.3
o21a_1	3	22.5
o22ai_1	3	18.8
-- kinds of logic after synthesis --
group | share of synthesized area [%]
compound gates | 11.8
buf+inv | 2.92
flops | 73.9
mux | 3.78
simple gates | 7.60
-- placed cells by master, fill, tap and decap left out, types with 2 or more instances in the layout --
cell / count
and2_1: 2
a31oi_1: 7
nor2b_1: 6
inv_1: 4
a21oi_1: 10
o21ai_1: 2
o21a_1: 3
o22a_1: 2
o32a_1: 4
a221oi_1: 3
buf_12: 4
nand2b_1: 5
clkinvlp_4: 2
nor3_1: 4
clkinv_1: 2
nor2_2: 2
edfxtp_1: 96
inv_2: 3
mux4_1: 2
nand3b_1: 2
o21ai_0: 5
mux2i_1: 5
nand3_1: 4
o221ai_1: 6
clkbuf_8: 9
o22ai_1: 3
a22oi_1: 3
nand2_1: 10
clkinv_2: 2
a32oi_1: 3
mux4_2: 2
o211ai_1: 5
clkdlybuf4s50_1: 21
buf_4: 35
nor2_1: 12
-- critical path, cell delays in order --
cell	delay [ps]
clkdlybuf4s50_1	450
buf_12	180
nor2_2	290
buf_4	190
nand2_1	100
nor3_1	220
buf_4	210
-- cell type report --
type                       count  area [um^2]  share of cell area [%]
sequential                    96         2880                    61.1
tap                          129          161                    3.42
inverter                       7         26.3                   0.557
multi-input combinational    125          905                    19.2
timing repair buffer          60          553                    11.7
clock buffer                   9          124                    2.63
clock inverter                 7         62.6                    1.33
Power figures rest on the tool's default switching activity, not on a simulated workload.
